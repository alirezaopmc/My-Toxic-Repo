[./design.v]
module bcd_to_seven_segment (
    bcd,
    seven_segment
);
input [3:0] bcd;
output reg [6:0] seven_segment;
always@ (bcd)
begin
    case(bcd)
        0 : seven_segment = 7'b0000001;
        1 : seven_segment = 7'b1001111;
        2 : seven_segment = 7'b0010010;
        3 : seven_segment = 7'b0000110;
        4 : seven_segment = 7'b1001100;
        5 : seven_segment = 7'b0100100;
        6 : seven_segment = 7'b0100000;
        7 : seven_segment = 7'b0001111;
        8 : seven_segment = 7'b0000000;
        9 : seven_segment = 7'b0000100;
    default: seven_segment = 7'bx;
    endcase
end
endmodule
module bcd_test();
reg [3:0] bcd;
wire [6:0] seven_segment;
integer i;
bcd_to_seven_segment test(bcd, seven_segment);
initial begin
for(i = 0;i < 8;i = i+1)
begin
    bcd = i; 
    #15;
end  
end
endmodule
[./run.sh]
#!/bin/bash
# OpenROAD 26Q1-2900-gdf79404cd8, Yosys 0.63+post, stock flow scripts
make -C /OpenROAD-flow-scripts/flow DESIGN_CONFIG=/design/flow/config.mk WORK_HOME=/design/flow/orfs finish
[./config.mk]
export PLATFORM = sky130hd
export DESIGN_NAME = bcd_to_seven_segment
export DESIGN_NICKNAME = bcd_to_seven_segment
export VERILOG_FILES = /design/flow/design.v
export SDC_FILE = /design/flow/constraint.sdc
export NUM_CORES = 4
export LEC_CHECK = 1
export CORE_AREA = 10 10 70 70
export DIE_AREA = 0 0 80 80
[./constraint.sdc]
current_design bcd_to_seven_segment

set clk_period 1.3
set clk_io_pct 0.2

create_clock -name clk0 -period $clk_period

set non_clock_inputs [all_inputs -no_clocks]
set_input_delay [expr $clk_period * $clk_io_pct] -clock clk0 $non_clock_inputs
set_output_delay [expr $clk_period * $clk_io_pct] -clock clk0 [all_outputs]
==> run_results.csv <==
group,metric,value,unit
pwr,fin_total_pwr,0.0976,mW
pwr,power-per-cell-area,238,nW/um^2
cells_and_area,clock_buffers,0,
synth,logic_family,"simple AND/OR/NAND/NOR gates",
pwr,intPower,0.0549,mW
place,port-buffer-count,11,
final_timing,hold_viol_final,0,
place,placed_cell_area,360,sq um
setup_path,path_max_fanout,3,
place,place_congestion,0.771,
die,fp.dieArea,6400,sq um
synth,yosysChipArea,163,sq um
route,wl_met2,180,um
setup_path,cp-start-kind,"input pin",
pwr,peakVddDrop,0.0357,mV
route,routed_wl,670,um
cells_and_area,final_common_cell,"buf_2",
synth,ys_seq_frac,0,
setup_path,crit_arrival,1000,ps
synth,xor_share,0,
pwr,p_sw,0.0427,mW
route,viasPerCell,2.32,
route,wl_met3,173,um
final_timing,setup_tns,0,ps
die,die-width,80,um
final_timing,maxSlewViolCount,0,
final_timing,tightest_slew,170,ps
route,drt_pass1_iterations,2,
global_route,grt_max_degree,9,
cts,hold_buffers,0,
global_route,grt_pass1_wl,1100,um
route,dr.max_layer_used,"met3",
synth,ys_sh_aoi,0.0615,
place,pre_cts_ws,-876,ps
cells_and_area,seq_area,0,sq um
job,openroad.warnings,37,
final_timing,max_freq,0.795,GHz
die,io_pins,11,
job,maxCapViolations,0,
global_route,track_usage,0.0210,
final_timing,finalWorstSetupSlack,42.1,ps
cells_and_area,area_growth,152,%
synth,synth_cell_types,11,
synth,simple_gate_share,0.446,
run_status,outcome,"finished clean",
die,rows,21,
synth,ys_warn_count,1,
route,wl_per_cell,8.17,um
synth,synth_area,163,sq um
route,route.detailed.drc,0,
setup_path,required,1040,ps
synth,postSynthAreaPerCell,7.75,sq um
route,m1WireLength,316,um
synth,ys_cells,21,
cells_and_area,final_cell_mix,"buf_2 (7), ha_4 (3), buf_6 (3), buf_4 (3)",
final_timing,relSlewSlack,0.887,
route,drt_iter0_drc,6,
pwr,leakagePower,0.175,nW
global_route,gr-total-overflow,0,
pwr,clock_power_share,0,
route,postRouteAntennaNets,0,
synth,fa_ha_area_frac,0.385,
final_timing,finalClockPeriodUsage,0.968,
die,fp_util,0.0476,
route,vias,190,
setup_path,crit_type,"input pin to primary output",
pwr,netSwitchingFraction,0.437,
cells_and_area,final_core_util,0.120,
die,fp.dieH,80,um
cells_and_area,design_area,410,sq um
pwr,seq_power_share,0,
pwr,pwr-share-comb,1.000,
synth,synthMuxAreaShare,0.0615,
cells_and_area,n_sequential_cell,0,
global_route,first_global_vias,221,
setup_path,critPathCaptureType,"primary output",
route,antenna-diode-count,0,
global_route,antenna_found_initial,0,
worst_hold_path,min_path_type,"input pin to primary output",
final_timing,grt_setup_unrepaired,"no",
final_timing,min_period,1260,ps
synth,synth_cells,21,
die,core_area,3420,sq um
cells_and_area,final_layout_size_suffix_gt1_frac,0.722,
final_timing,report.final.setup_viol,0,
## power by group through the flow
stage	Clock (mW)	Combinational, mW	Sequential [mW]
after CTS	0	0.0931	0
final	0	0.0976	0
after global routing	0	0.109	0
## synth_stat cells
library cell	count	area [sq um]
nor3_1	2	10.0
and2_1	1	6.26
ha_1	5	62.6
a21oi_1	2	10.0
inv_1	2	7.51
nand2b_1	2	12.5
mux2i_1	1	10.0
nor2b_1	3	18.8
nor2b_4	1	13.8
nand2_1	1	3.75
nor3b_1	1	7.51
## metrics by stage
| step | hold slack (ps) | cells |
|---|---|---|
| finish | 864 | 82 |
| global route | 902 | 82 |
| CTS | 863 | 83 |
| detailed placement | 1640 | 82 |
| global placement | 1610 | 82 |
| floorplan | 531 | 21 |
## area by class of cell
type / count / area [sq um]
multi-input combinational: 19 / 229
timing repair buffer: 15 / 109
fill: 402 / 3010
tap: 46 / 57.6
inverter: 2 / 15.0
## critical path, cell delays in order
cell and delay [ps]:
buf_6 100, inv_4 70, ha_4 200, nand2b_1 130, a21oi_1 120, buf_2 110
## final timing paths
path	startpoint	slack [ps]	depth (start not counted)	endpoint
setup / recovery	bcd[1]	40	6	seven_segment[3]
hold / removal	bcd[2]	860	3	seven_segment[4]
## per-layer routing
layer	up-vias	global-route usage
met3	0	0.0193
met1	79	0.0283
li1	101	-
met2	10	0.0249
met4	0	0
met5	-	0
## cells by family (layout without fill, tap and decap cells)
| kind of cell | Yosys count | after routing |
|---|---|---|
| muxes | 1 | 1 |
| AOI/OAI and AO/OA | 2 | 2 |
| buffers and inverters | 2 | 17 |
| adders and majority gates | 5 | 5 |
| and+or+nand+nor | 11 | 11 |
## repair_timing
item,in CTS,in global routing
pin swaps,3,1
buffers inserted,1,0
resized,52,6
setup endpoints to repair,7,4
Power figures rest on the tool's default switching activity, not on a simulated workload.
